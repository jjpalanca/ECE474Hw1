[flow/config.mk]
export PLATFORM = sky130hd
export DESIGN_NAME = Circuit_3
export DESIGN_NICKNAME = Circuit_3
export VERILOG_FILES = /design/flow/design.v
export SDC_FILE = /design/flow/constraint.sdc
export NUM_CORES = 4
export LEC_CHECK = 1
export CORE_UTILIZATION = 30
[flow/constraint.sdc]
current_design Circuit_3

set clk_period 13.4
set clk_io_pct 0.2

create_clock -name clk0 -period $clk_period [get_ports {Clk}]

set non_clock_inputs [all_inputs -no_clocks]
set_input_delay [expr $clk_period * $clk_io_pct] -clock clk0 $non_clock_inputs
set_output_delay [expr $clk_period * $clk_io_pct] -clock clk0 [all_outputs]
[flow/design.v]
`timescale 1ns / 1ps
module Circuit_3(Clk, Rst, a, b, c, d, e, f, g, h, sa, avg);
input [15:0] a, b, c, d, e, f, g, h;
input [7:0] sa;
input Clk, Rst;
output [15:0] avg;
wire [31:0] hundred, hundred_one, hundred_two, hundred_three, hundred_ten, hundred_eleven, twelve, twelvediv2, twelvediv4, twelvediv8;
    ADD #(.WIDTH(32))ADD0(a, b, hundred);
    ADD #(.WIDTH(32))ADD1(c, d, hundred_one);
    ADD #(.WIDTH(32))ADD2(e, f, hundred_two);
    ADD #(.WIDTH(32))ADD3(g, h, hundred_three);
    ADD #(.WIDTH(32))ADD4(hundred, hundred_one, hundred_ten);
    ADD #(.WIDTH(32))ADD5(hundred_two, hundred_three, hundred_eleven);
    ADD #(.WIDTH(32))ADD6(hundred_ten, hundred_eleven, twelve);
    SHR #(.WIDTH(32))SHR1(sa, twelve, twelvediv2);
    SHR #(.WIDTH(32))SHR2(sa, twelvediv2, twelvediv4);
    SHR #(.WIDTH(32))SHR3(sa, twelvediv4, twelvediv8);
    REG #(.WIDTH(32))reg1(Clk, Rst, twelvediv8, avg);
endmodule
module ADD #(parameter WIDTH = 2)(a, b, sum);
	input [WIDTH-1:0] a, b;
	output reg [WIDTH-1:0] sum; 
	always @(a, b) begin
		sum <= a+b;
	end
endmodule
module REG #(parameter WIDTH = 2)(Clk, Rst, d, q);
	input Clk, Rst;
	input [WIDTH-1:0] d;
	output reg [WIDTH-1:0] q; 
	always @(posedge Clk) begin
		if(Rst) begin
			q <= 0;
		end
		else begin
			q <= d;
		end
	end
endmodule
module SHR#(parameter WIDTH = 2)(a, sh_amt, d);
	input [WIDTH-1:0] a, sh_amt;
    output reg [WIDTH-1:0] d;
    always @(a, sh_amt) begin
		d <= sh_amt>>a;
    end
endmodule
[flow/run.sh]
#!/bin/bash
# OpenROAD 26Q1-2900-gdf79404cd8, Yosys 0.63+post, stock flow scripts
make -C /OpenROAD-flow-scripts/flow DESIGN_CONFIG=/design/flow/config.mk WORK_HOME=/design/flow/orfs finish
==> results.py <==
# Flow results
metrics = {
    "drt": {
        "antenna_cells": 0,
        "viasPerCell": 5.218,
        "drc": 0,
        "num_vias": 6392,
        "drt-initial-drc-count": 496,
        "dr.pass1.iters": 5,
        "final_antenna_net_count": 0,
        "routed_wl_um": 18300,
        "wl_per_cell_um": 14.94,
    },
    "worst_setup_path": {
        "crit_chain": "clkdlybuf4s50_1, inv_1, fa_1, inv_1, fa_1, fa_1, inv_1, fa_1, inv_1, ha_1, inv_1, fa_1, nor2b_1, o2111ai_1, a211oi_1, o211a_1, nand2_1, a311oi_2, a21o_1, o221ai_1, a31o_1, a2111oi_0",
        "cp-end-kind": "flop",
        "worst-endpoint-required_ps": 13480,
        "cp_slowest_stage_delay_ps": 660,
        "criticalPathCategory": "primary input to flop",
        "start_kind": "primary input",
        "crit_arrival_ps": 9060,
        "critical_path_peak_fanout": 6,
        "crit_path_top_delay_cell": "a311oi_2",
    },
    "layout": {
        "final_core_util_pct": 40.49,
        "largest_reg_flops": 16,
        "stdcell_area_mm2": 0.008010,
        "regMostFlops": "reg1.q",
        "nFillCells": 2068,
        "top_regs": "reg1.q: 16 flops",
        "synthToLayoutAreaGrowth_pct": 30.41,
        "drive_gt1_share_pct": 3.333,
    },
    "sta": {
        "rsz0062_at_grt": "no",
        "setup_viol": 0,
        "finalHoldViolCount": 0,
        "clock.fmax_ghz": 0.1113,
        "slew_headroom_pct": 47.22,
        "setup_tns_ps": 0,
        "post-route-min-period_ps": 8984,
        "finalMaxSlewViolations": 0,
        "worst_pin_slew_ps": 779.4,
        "finalClockPeriodUsage_pct": 67.04,
    },
    "global_routing": {
        "grt_pass1_wl_um": 31370,
        "gr-total-overflow": 0,
        "grt_pass1_vias": 6444,
        "antenna_found_initial": 0,
        "grt_max_degree": 54,
        "grt.total_usage_pct": 18.57,
    },
    "floorplanning": {
        "rows": 51,
        "coreArea_mm2": 0.01978,
        "fp-utilization_pct": 31.05,
        "ios": 154,
        "die_w_um": 145.1,
        "die_area_mm2": 0.02105,
        "die_h_um": 145.1,
    },
    "worst_hold_path": {
        "min_to": "reg1.q[4]",
        "worstHoldPathCells": 5,
        "hp-class": "primary input to flop",
        "hold_start": "Rst",
    },
    "yosys": {
        "yosys.cell_types.count": 79,
        "ys_sh_adder_pct": 34.83,
        "avgSynthCellArea_um2": 7.374,
        "yosys_warnings": 15,
        "ff_type": "dfxtp_1",
        "synthXorXnorAreaFrac_pct": 0.6926,
        "ys_sh_mux_pct": 1.324,
        "synth_seq_share_pct": 5.215,
        "synth.logic.top_family": "adder cells",
        "top_area_cell": "fa_1",
        "yosys_area_mm2": 0.006142,
        "top_cells_by_area": "fa_1 (31%), inv_1 (12%), dfxtp_1 (5.2%), nand2_1 (3.9%), ha_1 (3.9%)",
        "synth_stat.cells": 833,
        "syn-cell-area_mm2": 0.006142,
        "synthArstFlopShare_pct": 0,
        "synth-edff-count": 0,
        "ys.flops": 16,
        "synth-compound-area-share_pct": 24.91,
        "simple_gate_share_pct": 18.21,
        "netlist_instances": 833,
        "synth_top_area_share_pct": 30.96,
    },
    "clock_tree": {
        "numCtsBuffers": 3,
        "holdBufCountCts": 0,
        "cts.sinks": 16,
        "cts_tree": "built",
        "post_cts_buffers": 0,
        "htreeDepth": 1,
        "cts_max_path_buffers": 2,
        "root_buffer": "clkbuf_16",
        "clk_pin_slew_ps": 50,
        "cts_resized": 0,
    },
    "placement": {
        "port_buffers": 153,
        "place_area_mm2": 0.007921,
        "place_hpwl_um": 14980,
        "gp_congestion": 0.9643,
    },
    "pwr": {
        "p_leak_nw": 3.591,
        "vdd_drop_max_v": 0.0001412,
        "p_per_area_mw_per_mm2": 214.4,
    },
    "job": {
        "drv_cap": 0,
        "warnings": 25,
    },
    "outcome": {
        "outcome": "completed",
    },
}
==> how the worst max path moves through the flow <==
| stage | start | endpoint | slack [ps] |
|---|---|---|---|
| 6_report | d[2] | reg1.q[5] | 4420 |
| 5_1_grt | d[2] | reg1.q[5] | 4180 |
| 4_1_cts | d[2] | reg1.q[5] | 4530 |
==> cell usage after synthesis, types with 6 or more instances <==
library cell    n
a211oi_1        6
a21o_1          7
a21oi_1        47
a221oi_1        7
a31oi_1        21
and3_1         13
clkbuf_1       32
dfxtp_1        16
fa_1           95
ha_1           19
inv_1         199
mux2i_1         7
nand2_1        64
nand2b_1        6
nand3_1        25
nand4_1        10
nor2_1         52
nor3_1         29
o2111ai_1       7
o211ai_1        9
o21ai_0        28
o21ai_1         8
or2_2           6
or3_1           8
==> worst max-delay path, delay by kind of cell <==
| kind | cells | cell delay [ps] |
|---|---|---|
| and+or+nand+nor | 2 | 260 |
| buffers and inverters | 6 | 760 |
| adders and majority gates | 6 | 2570 |
| AOI/OAI and AO/OA | 8 | 2780 |
==> per-layer routing <==
layer	routed length, um	part of all wire, %	vias to the layer above	track usage (%)
met5	0	0	-	0
met4	297	1.6	0	2.684
met3	1693	9.2	30	2.724
met2	8252	45	314	29.69
met1	8059	44	2981	27.81
li1	-	-	3067	-
==> power breakdown <==
part	leakage (nW)	total (W)	internal (W)	switching (W)
clock network	0.0442	0.0000631	0.0000453	0.0000178
registers	0.129	0.0000479	0.0000479	0.0000000491
logic	3.42	0.00161	0.000609	0.000998
total	3.59	0.00172	0.000702	0.00102
==> final cells by class <==
| cell class | instances | area (um2) | share of cell area [%] |
|---|---|---|---|
| Clock buffer | 4 | 88.84 | 1.109 |
| Inverter | 200 | 750.7 | 9.372 |
| Multi-Input combinational cell | 577 | 4912 | 61.32 |
| Sequential cell | 16 | 320.3 | 3.999 |
| Tap cell | 265 | 331.6 | 4.139 |
| Timing Repair Buffer | 163 | 1607 | 20.06 |
==> cells in the final DEF (no fill, tap or decap), drive strengths merged, types with 9 or more instances in the layout <==
cell and instances:
clkdlybuf4s50 153, a21oi 48, nor2 52, nand3 25, o211ai 9, buf 10, nand2 64, fa 95
dfxtp 16, inv 199, and3 13, nand4 10, nor3 29, a31oi 22, ha 19, or3 9
o21ai 36
==> through the flow <==
stage	hold slack, ps	power (W)	setup WS [ps]	std cells
finish	3283	0.001718	4416	1225
global route	3308	0.001942	4182	1225
CTS	3287	0.001715	4531	1225
detailed placement	3344	0.001641	4374	1221
global placement	3346	0.001649	4214	1221
floorplan	2915	0.001283	5501	833
==> cells by family (layout without fill, tap and decap cells) <==
logic type / Yosys count / after routing
buffers and inverters: 240 / 367
AND/OR/NAND/NOR: 234 / 234
AND-OR/OR-AND: 217 / 217
adder cells (fa/ha/maj): 114 / 114
flip-flops: 16 / 16
multiplexers: 8 / 8
XOR/XNOR: 4 / 4
No activity file was given, so power comes from the tool's default toggle rates.
